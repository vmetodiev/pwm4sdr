<file path="flow/design.v">
`timescale 1ns / 1ps
module control_unit(
		clock ,
		subtracted_in ,
		ref_in ,
		counter_reset ,
		result_latch
    );
	input wire clock ;
	input wire signed [15:0] subtracted_in ;
	input wire signed [15:0] ref_in ;
	output reg counter_reset ;
	output reg result_latch ;
	initial counter_reset = 1'b0 ;
	initial result_latch = 1'b0 ;
	reg signed [15:0] subtracted_in_reg ;
	reg signed [15:0] ref_in_reg ;
	always @ (posedge clock) 
	begin : CONTROL_UNIT
	  if ( result_latch == 1'b1 )  
	    begin
			result_latch <= 1'b0 ;
		 end
	  if ( counter_reset == 1'b1 )  
       begin
  	      counter_reset <= 1'b0 ;
       end
	  subtracted_in_reg <= subtracted_in ;
	  ref_in_reg <= ref_in ;
	  if ( subtracted_in_reg < 0 )
		 begin
		   if ( subtracted_in_reg + ref_in_reg < 0 )
			  begin
			    counter_reset <= 1'b1 ;
			  end
		 end
	  else  
	    begin
			if ( subtracted_in_reg - ref_in_reg > 0 )
			  begin					
				 result_latch <= 1'b1 ;
			  end
		 end 
	end
endmodule
`timescale 1ns / 1ps
module latch(
		trigger_out ,
		data_in ,
		data_out
    );
	input wire trigger_out ;
	input wire signed [7:0] data_in ;
	output reg signed [7:0] data_out ;
	always @ (posedge trigger_out)
	begin : LATCH
	  data_out <= data_in ;
	end
endmodule
`timescale 1ns / 1ps
module pwm_decoder(
		clock ,
		enable_counter ,
		ref_in ,
		data_in ,
		decoded_symbol
    );
	input wire clock ;
	input wire enable_counter ;
	input wire signed [15:0] ref_in ;
	input wire signed [15:0] data_in ;
	output wire signed [7:0] decoded_symbol ;
	wire signed [15:0] current ;
	wire signed [15:0] prev ; 
	wire signed [15:0] result_subtract ;
	wire signed [7:0] counter_out ; 
	wire latch ;
	wire counter_reset ;
	two_stage_buffer two_stage_buffer_instance(
		.clock(clock) ,      
		.data_in(data_in) ,
		.current_out(current) ,
		.prev_out(prev)
	) ;
	subtractor subtractor_instance(
		.clock(clock) ,
		.input_one(current) ,
		.input_two(prev) ,
		.result(result_subtract)
	) ;
	control_unit control_unit_instance(
		.clock(clock) ,
		.subtracted_in(result_subtract) ,
		.ref_in(ref_in) ,
		.counter_reset(counter_reset) ,
		.result_latch(latch)
	);
	simple_counter simple_counter_instance(
		.clock(clock) , 
		.reset(counter_reset) , 
		.enable(enable_counter) , 
		.counter_out(counter_out)
	);
	latch latch_instance(
		.trigger_out(latch) ,
		.data_in(counter_out) ,
		.data_out(decoded_symbol)
	);
endmodule
`timescale 1ns / 1ps
module simple_counter(
		clock ,  
		reset ,  
		enable ,  
		counter_out  
    );
	input clock ;
	input reset ;
	input enable ;
	output [7:0] counter_out ;
	wire clock ;
	wire reset ;
	wire enable ;
	reg [7:0] counter_out ;
	always @ (posedge clock)
	begin : COUNTER  
		if ( reset == 1'b1 ) begin
			counter_out <= 8'b00000000;
		end
		else if ( enable == 1'b1 ) begin
			counter_out <= counter_out + 1;
		end
	end
endmodule
`timescale 1ns / 1ps
module subtractor(
		clock ,
		input_one ,
		input_two ,
		result
	 );
	input wire clock ;
	input wire signed [15:0] input_one ;
	input wire signed [15:0] input_two ;	
	output reg signed [15:0] result ;
	always @ (posedge clock) 
	begin : SUBTRACTOR
		result <= input_one - input_two;
	end
endmodule
`timescale 1ns / 1ps
module two_stage_buffer(
		clock ,       
		data_in ,     
		current_out,
		prev_out
	 );
	reg signed [15:0] data_in_reg ;
	reg signed [15:0] one_step_delay ;
	input wire clock ;
	input wire signed [15:0] data_in ;
	output reg signed [15:0] current_out ;
	output reg signed [15:0] prev_out ;
	always @ (posedge clock)
	begin : TWO_STAGE_BUFFER  
		current_out <= data_in ;
		one_step_delay <= current_out ;
		prev_out <= one_step_delay ;
	end
endmodule
</file>
<file path="flow/config.mk">
export PLATFORM = sky130hd
export DESIGN_NAME = pwm_decoder
export DESIGN_NICKNAME = pwm_decoder
export VERILOG_FILES = /design/flow/design.v
export SDC_FILE = /design/flow/constraint.sdc
export NUM_CORES = 4
export LEC_CHECK = 1
export CORE_UTILIZATION = 30
</file>
<file path="flow/run.sh">
#!/bin/bash
# OpenROAD 26Q1-2900-gdf79404cd8, Yosys 0.63+post, stock flow scripts
make -C /OpenROAD-flow-scripts/flow DESIGN_CONFIG=/design/flow/config.mk WORK_HOME=/design/flow/orfs finish
</file>
<file path="flow/constraint.sdc">
current_design pwm_decoder

set clk_period 8.4
set clk_io_pct 0.2

create_clock -name clk0 -period $clk_period [get_ports {clock}]

set non_clock_inputs [all_inputs -no_clocks]
set_input_delay [expr $clk_period * $clk_io_pct] -clock clk0 $non_clock_inputs
set_output_delay [expr $clk_period * $clk_io_pct] -clock clk0 [all_outputs]
</file>
==> results_dict.tcl <==
# place-and-route summary
set metrics [dict create \
    outcome "finished, final reports clean" \
    end_kind "flip-flop" \
    use_met2_pct 17.6 \
    rr_startpoint "control_unit_instance.subtracted_in_reg[0]" \
    min_path_type "flip-flop to flip-flop" \
    fin_skew_ns 0.00881 \
    io_buffer_count 41 \
    yosys_warnings 5 \
    cts.clk_slew.worst_paths_ns 0.07 \
    rsz0062_at_grt "false" \
    grt_pass1_wl_um 13800 \
    synth_area_leader_cell "dfxtp_1" \
    drc 0 \
    vias 3103 \
    grt_use_met3_pct 1.76 \
    synth_area_sq_um 4660 \
    hold_buffers 0 \
    clk_path_buf_depth 2 \
    dieHeight_um 127 \
    drtIter0Drc 98 \
    cts_buffers 9 \
    grt.overflow.total 0 \
    wl_per_cell_um 11.3 \
    yosysSeqAreaShare_pct 49.0 \
    utilization_pct 36.3 \
    viasPerCell 4.46 \
    crit_required_ns 8.68 \
    ys_area_sq_um 4660 \
    setup-tns-final_ns 0 \
    seq_area_sq_um 2280 \
    placed_area_sq_um 5220 \
    final_common_cell "dfxtp_1" \
    synthFlopType "dfxtp_1" \
    cp_max_fo 6 \
    fp-utilization_pct 30.6 \
    synth_area_per_cell_sq_um 10.0 \
    maxCapViolCount 0 \
    grt_use_total_pct 10.8 \
    grt_pass1_vias 3015 \
    grt_max_degree 20 \
    setup.worst_path.start "enable_counter" \
    multiInputGateArea_sq_um 2110 \
    final_cell_mix "dfxtp_1, ha_1, inv_1" \
    hold_viol_final 0 \
    core_sq_um 15200 \
    fin_area_sq_um 5510 \
    crit_end "simple_counter_instance.counter_out[7]" \
    antenna_cells 0 \
    untimed_endpoints 16 \
    met1_usage_pct 15.4 \
    leakage_nw 2.36 \
    r2r-end "control_unit_instance.result_latch" \
    p_per_area_nw_per_um2 244 \
    max_clock_freq_mhz 365 \
    drv_slew 0 \
    relSlewSlack_pct 51.8 \
    period_used_pct 32.6 \
    post_cts_buffers 0 \
    period_minus_slack_ns 2.74 \
    cts_tree "yes" \
    drtPass1Iterations 4 \
    die_area_sq_um 16000 \
    crit_arrival_ns 3.02 \
    synth-edff-count 0 \
    cts_root_buf "clkbuf_16" \
    rows 45 \
    worst_pin_slew_ns 0.705 \
    area_leaders "dfxtp_1, ha_1, a21oi_1, inv_1, nor2_1" \
    die_w_um 127 \
    unclocked_regs 8 \
    nFillCells 1512 \
    synth_cell_types 61 \
    fin_total_pwr_w 0.00135 \
    drt_wl_total_um 7890 \
    hpwl_um 6020 \
    synthCells 464 \
    final-setup-viol-count 0 \
    area_growth_pct 18.4 \
    ir_drop_mv 0.0968 \
    io-pin-count 42 \
    worstRegToRegCells 10 \
    place.gp.congestion 0.832 \
    synthArstFlopShare_pct 0 \
    r2r_slack_ns 5.81 \
    synth_top_area_share_pct 49.0 \
    warnings 41 \
    cts-htree-levels 3 \
    busiest_layer "met2" \
    clk_latency_ns 0.35 \
    final_antenna_net_count 0 \
    synth_flops 114 \
    cts-resized-gates 0 \
    antenna_found_initial 0 \
    crit_path_start_kind "primary input" \
    ys_cells 464 \
    drive_gt1_share_pct 5.51 \
    path_class "primary input to flip-flop" \
]
[how the worst min path moves through the flow]
stage / start / depth (start not counted) / end / slack [ns]
4_1_cts: subtractor_instance.result[15] / 0 / control_unit_instance.subtracted_in_reg[15] / 0.33
5_1_grt: two_stage_buffer_instance.one_step_delay[11] / 0 / two_stage_buffer_instance.prev_out[11] / 0.33
6_report: two_stage_buffer_instance.one_step_delay[13] / 0 / two_stage_buffer_instance.prev_out[13] / 0.33
[final cells by class]
type / instances / share of cell area, %
timing repair buffer: 41 / 7.44
tap: 188 / 4.27
clock inverter: 6 / 1.02
clock buffer: 10 / 4.33
sequential: 114 / 41.4
inverter: 48 / 3.27
multi-input combinational: 289 / 38.3
[worst max-delay path: stages]
cell             delay, ns
clkdlybuf4s50_1       0.60
nand4_1               0.22
or3_1                 0.39
a21oi_1               0.13
[per-stage QoR]
step / hold WS (ns) / setup WS [ns] / std cells
3_5_place_dp: 0.312 / 5.32 / 680
3_3_place_gp: 0.310 / 5.34 / 680
2_1_floorplan: 0.310 / 5.77 / 464
5_1_grt: 0.329 / 5.55 / 696
6_report: 0.326 / 5.66 / 696
4_1_cts: 0.326 / 5.69 / 696
[power breakdown]
| part | switching [W] | internal [W] |
|---|---|---|
| combinational | 0.000180 | 0.000146 |
| clock | 0.000187 | 0.000215 |
| sequential | 0.0000373 | 0.000581 |
[Yosys cell counts, types with 5 or more instances]
cell        n
nand2_1    20
a21oi_1    36
dfxtp_1   114
nand3_1    11
o21a_1      7
clkbuf_1    5
xnor2_1    12
nor3_1     11
nor2_1     37
nand2b_1    5
ha_1       48
xor2_1      8
inv_1      46
o21ai_0    16
[cells by family (layout without fill, tap and decap cells)]
family	after synthesis	count (layout)	synth area share, %
adders and majority gates	50	50	13.8
muxes	3	3	0.645
AOI/OAI and AO/OA	101	101	14.4
DFF	114	114	49.0
xor gates and xnor gates	20	20	3.76
buffers and inverters	61	105	5.67
and+or+nand+nor	115	115	12.7
[routing by layer]
layer  vias to the layer above  part of all wire (%)
li1                       1669                     -
met1                      1383                    49
met2                        38                    45
met3                        13                   2.9
met4                         0                   2.7
met5                         -                     0
